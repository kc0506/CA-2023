File: flow/run.sh
#!/bin/bash
# OpenROAD 26Q1-2900-gdf79404cd8, Yosys 0.63+post, stock flow scripts
make -C /OpenROAD-flow-scripts/flow DESIGN_CONFIG=/design/flow/config.mk WORK_HOME=/design/flow/orfs finish
File: flow/design.v
module Pipe_ID_EX (
         clk_i,
         rst_i,
         A_i,
         B_i,
         imme_i,
         PC_i,
         RD_i,
         A_o,
         B_o,
         imme_o,
         PC_o,
         RD_o,
         RegWrite_i,
         MemtoReg_i,
         MemRead_i,
         MemWrite_i,
         ALUOp_i,
         ALUSrc_i,
         RegWrite_o,
         MemtoReg_o,
         MemRead_o,
         MemWrite_o,
         ALUOp_o,
         ALUSrc_o,
         IR_i,
         IR_o,
         Rs1_i,
         Rs2_i,
         Rs1_o,
         Rs2_o,
       );
input clk_i;
input rst_i;
input [31:0] A_i;
input [31:0] B_i;
input [31:0] imme_i;
input [31:0] PC_i;
input [4:0] RD_i;
output reg [31:0] A_o;
output reg [31:0] B_o;
output reg [31:0] imme_o;
output reg [31:0] PC_o;
output reg [4:0] RD_o;
input [31:0] IR_i;
output reg [31:0] IR_o;
input RegWrite_i, MemtoReg_i, MemRead_i, MemWrite_i, ALUSrc_i;
input [1:0] ALUOp_i;
output reg RegWrite_o, MemtoReg_o, MemRead_o, MemWrite_o, ALUSrc_o;
output reg [1:0] ALUOp_o;
input [4:0] Rs1_i, Rs2_i;
output reg [4:0] Rs1_o, Rs2_o;
always@(posedge clk_i or negedge rst_i)
  begin
    if(~rst_i)
      begin
        A_o <= 32'b0;
        B_o <= 32'b0;
        imme_o <= 32'b0;
        PC_o <= 32'b0;
        RD_o <= 32'b0;
        RegWrite_o <= 0;
        MemtoReg_o <= 0;
        MemRead_o <= 0;
        MemWrite_o <= 0;
        ALUOp_o <= 0;
        ALUSrc_o <= 0;
        Rs1_o <= 0;
        Rs2_o <= 0;
        IR_o <= 0;
      end
    else
      begin
        A_o <= A_i;
        B_o <= B_i;
        imme_o <= imme_i;
        PC_o <= PC_i;
        RD_o <= RD_i;
        RegWrite_o <= RegWrite_i;
        MemtoReg_o <= MemtoReg_i;
        MemRead_o <= MemRead_i;
        MemWrite_o <= MemWrite_i;
        ALUOp_o <= ALUOp_i;
        ALUSrc_o <= ALUSrc_i;
        Rs1_o <= Rs1_i;
        Rs2_o <= Rs2_i;
        IR_o <= IR_i;
      end
  end
endmodule
File: flow/constraint.sdc
current_design Pipe_ID_EX

set clk_period 1.0
set clk_io_pct 0.2

create_clock -name clk0 -period $clk_period [get_ports {clk_i}]

set non_clock_inputs [all_inputs -no_clocks]
set_input_delay [expr $clk_period * $clk_io_pct] -clock clk0 $non_clock_inputs
set_output_delay [expr $clk_period * $clk_io_pct] -clock clk0 [all_outputs]
File: flow/config.mk
export PLATFORM = sky130hd
export DESIGN_NAME = Pipe_ID_EX
export DESIGN_NICKNAME = Pipe_ID_EX
export VERILOG_FILES = /design/flow/design.v
export SDC_FILE = /design/flow/constraint.sdc
export NUM_CORES = 4
export LEC_CHECK = 1
export CORE_AREA = 10 10 195 195
export DIE_AREA = 0 0 205 205
==> Slide: Implementation Results <==
Flow Results at a Glance

Run status
  • Status: complete, but fails checks
  • Failing checks: hold timing, setup timing

Finish
  • Most frequent cells in the layout: dfrtp_1 (182), clkdlybuf4s50_1 (182), buf_2 (181)
  • # fillers: 3469
  • Mi-comb count: 0
  • Final Core Density: 25.67%
  • Share of post-route cells with drive strength above 1: 38.66%
  • Comb. cell area: 0 µm²
  • Sequential cell area: 4554 µm²
  • Finished Cell Area: 8631 µm²
  • Area delta synth->final: 89.51%
  • Fin cells: 1043

Place
  • Placer Congestion: 0.7982
  • Dpl cell area: 8942 µm²
  • Placed Cells incl. Taps: 1011
  • Count of input and output buffers: 365
  • Detailed placer's ending HPWL: 13840 µm

Final timing
  • Final worst slack: -145.3 ps
  • Final setup TNS: -19980 ps
  • Slew @ Worst Pin: 407.8 ps
  • Relative slew slack: 72.81%
  • Fmax: 873.1 MHz
  • Final setup viols: 182
  • Final Hold Violation Tally: 21
  • Hold_ws: -310.0 ps
  • Final Max Slew Viols: 0
  • RSZ-0062 raised after global routing: true
  • Fin crit period: 1145 ps
  • Cycle use final: 114.5%

Routing
  • Antenna Cells: 0
  • Iteration-0 DRC Markers: 75
  • Detailed-route DRC error count: 0
  • Via count: 3001
  • Drt first pass iters: 3
  • Routed WL: 16890 µm
  • Routed Antenna Nets: 0
  • Wire per inst: 16.19 µm
  • Vias/cell: 2.877

Power and ir drop
  • Comb power frac: 8.1%
  • Power Dens Cells: 1838 nW/µm²
  • Max VDD drop: 1.151 mV
  • Leakage: 3.939 nW
  • Switching share of power: 21.87%
  • Sw Pwr: 3.469 mW
  • Power share of the clock group: 42.7%
  • Internal power: 12.40 mW
  • Sequential power share: 49.2%

GRT
  • First-pass GRT wire length: 24030 µm
  • Initial antenna violation count: 0
  • Largest net degree at the start of global routing: 38
  • Vias in the first global route: 3430
  • Grt ovf: 0
  • Gr usage total: 7.832%

Clocking
  • Num CTS Buffers: 17
  • CTS tree: done
  • Root buffer selected by CTS: clkbuf_16
  • CTS HTree Levels: 4
  • CTS clk-pin slew, worst paths: 70 ps
  • CTS sink cnt: 182
  • Post-CTS setup buffers: 0
  • CTS Buffer Depth: 2

Synth
  • Yosys cell types: 1
  • Synth warn: 1
  • Yosys Chip Area: 4554 µm²
  • Post-Syn Instances: 182
  • Seq cells post-synth: 182
  • Post-Syn Area: 4554 µm²
  • Syn avg cell area: 25.02 µm²
  • Sequential fraction of the synthesis area: 100.0%
  • Yosys Instances: 182

Die
  • Die Y: 205 µm
  • Die width: 205 µm
  • Die ar.: 42030 µm²
  • Core Area: 33620 µm²
  • Top Ports: 366
  • FP Util: 13.55%
  • Core Rows: 67

Min path
  • Worst min-delay path class: input port to asynchronous set/reset pin

Run
  • Tool warnings: 29
  • Max-cap viol count: 0

Worst setup path
  • Crit Path Max Fanout: 1
  • Worst path cell trace: buf_6
  • Slowest-stage cell, CP: dfrtp_1
  • Crit path DAT: 950 ps
  • CP Class: register to output port
  • Worst setup EP type: output port
  • Top delay family on crit path: flip-flops
  • Worst Path Buf+Inv: 1
  • CP peak stage delay: 380 ps
  • Critical path launch point type: register
  • Crit path required time: 800 ps
==> registers in the layout, summed over array words and instances, names as in the netlist, 2 cells and up <==
register,flops
A_o,32
imme_o,32
Rs1_o,5
RD_o,5
B_o,32
ALUOp_o,2
Rs2_o,5
PC_o,32
IR_o,32
==> worst max-delay path by stage <==
stage	startpoint	endpoint	depth (start not counted)
CTS	Rs2_o[4]$_DFF_PN0_	Rs2_o[4]	1
global route	Rs2_o[4]$_DFF_PN0_	Rs2_o[4]	1
finish	Rs2_o[4]$_DFF_PN0_	Rs2_o[4]	1
==> power groups by stage <==
stage     registers, mW  logic, mW  clock network [mW]
4_1_cts            7.80       1.34                7.06
5_1_grt            7.84       1.41                7.39
6_report           7.80       1.28                6.78
==> per-stage QoR <==
stage	total power, mW	setup slack (ps)
3_5_place_dp	9.656	-79.52
4_1_cts	16.21	-189.6
3_3_place_gp	9.651	-72.75
6_report	15.87	-145.3
2_1_floorplan	7.860	487.9
5_1_grt	16.64	-206.7
==> final cells by class <==
cell class / count / share of cell area [%]
clock inverter: 14 / 1.899
tap: 448 / 6.495
sequential: 182 / 52.77
clock buffer: 18 / 4.972
timing repair buffer: 381 / 33.86
==> cell families after synthesis <==
| group | Yosys count | synth area share (%) |
|---|---|---|
| DFF | 182 | 100.0 |
==> synthesized netlist by cell type <==
library cell	n	area, µm²
dfrtp_1	182	4554
==> repair_timing <==
action / CTS / global route
resized: 604 / 0
endpoints found under the hold margin: 21 / 21
setup endpoints to repair: 182 / 182
==> per-layer routing <==
| layer | global-route usage, % | up-vias | share of wire (%) |
|---|---|---|---|
| met1 | 9.128 | 1454 | 36 |
| met5 | 0 | - | 0 |
| met3 | 4.003 | 15 | 11 |
| met4 | 1.076 | 0 | 1.4 |
| met2 | 13.01 | 163 | 51 |
| li1 | - | 1369 | - |
No activity file was given, so power comes from the tool's default toggle rates.
