==> ./design.v <==
module Registers
       (
         rst_i,
         clk_i,
         RS1addr_i,
         RS2addr_i,
         RDaddr_i,
         RDdata_i,
         RegWrite_i,
         RS1data_o,
         RS2data_o
       );
input               rst_i;
input               clk_i;
input   [4:0]       RS1addr_i;
input   [4:0]       RS2addr_i;
input   [4:0]       RDaddr_i;
input   [31:0]      RDdata_i;
input               RegWrite_i;
output  [31:0]      RS1data_o;
output  [31:0]      RS2data_o;
integer i;
reg tmp;
reg signed [31:0]      register        [0:31];
assign  RS1data_o = register[RS1addr_i];
assign  RS2data_o = register[RS2addr_i];
always@(posedge clk_i or negedge rst_i)
  begin
    if (~rst_i)
      begin
        for (i=0; i<32; i++)
          begin
            register[i] <= 32'b0;
          end
      end
    else if(RegWrite_i && RDaddr_i != 5'b0)
      begin
        register[RDaddr_i] <= RDdata_i;
      end
  end
endmodule
==> ./run.sh <==
#!/bin/bash
# OpenROAD 26Q1-2900-gdf79404cd8, Yosys 0.63+post, stock flow scripts
make -C /OpenROAD-flow-scripts/flow DESIGN_CONFIG=/design/flow/config.mk WORK_HOME=/design/flow/orfs finish
==> ./config.mk <==
export PLATFORM = sky130hd
export DESIGN_NAME = Registers
export DESIGN_NICKNAME = Registers
export VERILOG_FILES = /design/flow/design.v
export SDC_FILE = /design/flow/constraint.sdc
export NUM_CORES = 4
export LEC_CHECK = 1
export CORE_UTILIZATION = 40
==> ./constraint.sdc <==
current_design Registers

set clk_period 7.0
set clk_io_pct 0.2

create_clock -name clk0 -period $clk_period [get_ports {clk_i}]

set non_clock_inputs [all_inputs -no_clocks]
set_input_delay [expr $clk_period * $clk_io_pct] -clock clk0 $non_clock_inputs
set_output_delay [expr $clk_period * $clk_io_pct] -clock clk0 [all_outputs]
==> results.yml <==
# physical design summary
logic_synthesis:
  edf_count: 0
  ys_async_sr_fraction: 1.00
  synth.yosys.seq_area_share: 0.496
  yosysChipArea_um2: 51700
  yosysWarnings: 2
  syn_inst: 4389
  synthFlopType: "dfrtp_1"
  syn_area_per_cell_um2: 11.8
  yosysTopAreaCellShare: 0.496
  ys_cells: 4389
  syn_area_um2: 51700
  top_area_cell: "dfrtp_1"
  ys_top_cells_by_area: "dfrtp_1 50%, mux2_2 22%, a22oi_1 10%, buf_2 1.8%, clkbuf_1 1.5%"
  most_common_cell: "dfrtp_1"
  common_cells: "1024 x dfrtp_1, 1009 x mux2_2, 700 x a22oi_1"
  ys_types: 70
  ys.flops: 1024
flow_run:
  max-cap-violations: 0
  warnings: 42
critical_path:
  path_class: "in -> out"
  cp_max_fo: 15
  end_kind: "output port"
  crit_required_ns: 5.60
  cp_common_cell: "buf_4"
  critPathBufInv: 4
  path_cells: "buf_2, buf_4, nand3b_1, nor2_4, buf_4, a22oi_1, o2111ai_1, nor4_1, a21oi_1, clkdlybuf4s50_1"
  critPathLaunch: "RS2addr_i[4]"
  worst-path-stages: 10
  rr_worst_depth: 1
  reg2reg_from: "register[24][26]"
  arrival_ns: 5.69
  endpoint: "RS2data_o[30]"
  slowest_delay_ns: 0.96
  crit_path_start_kind: "primary input"
  cp_top_family: "simple AND/OR/NAND/NOR gates"
  r2r_end: "register[24][26]"
  r2r_slack_ns: 6.02
  slowest_stage: "nor2_4"
detailed_routing:
  route.detailed.drc: 0
  vias_per_cell: 7.31
  drt-pass1-iter-count: 10
  routed-via-count: 46013
  drt-total-wl_um: 299000
  drtIter0Drc: 5937
  antenna_left: 0
  wire_per_inst_um: 47.5
sta:
  max_freq_mhz: 141
  finClkSkew_ns: 0
  drv_slew: 0
  tightest_slew_ns: 1.35
  max-slew-margin-rel: 0.0954
  fin_crit_ns: 7.09
  grt_setup_unrepaired: "false"
  setup_viol: 1
  hold_ws_ns: 0.403
  fin_ws_ns: -0.0851
  post-route-period-util: 1.01
  hold_viol: 0
placement:
  place_ws_ns: 0.402
  dp_cells: 6066
  io_buffers: 113
  gp_congestion: 1.09
  dpl-instance-area_um2: 56400
  post-dp-hpwl_um: 192000
floorplanning:
  fp_util: 0.404
  chip_area_um2: 131000
  core_area_um2: 128000
  die_h_um: 361
  fp.dieW_um: 361
  num_io_pins: 114
  rows: 131
layout:
  largest_reg_flops: 1024
  finalInstanceArea_um2: 60500
  top_register: "register"
  finalNonFillerCells: 6295
  nFillCells: 11430
  drive_above_1_share: 0.363
  top_regs: "register (1024)"
  syn_to_final_growth_pct: 17.0
min_path:
  worstHoldStart: "register[0][12]"
  hp-class: "reg -> reg"
cts:
  root_buffer: "clkbuf_16"
  clkTransAtPathRegs_ns: 0.06
  cts.sinks: 1024
  cts_tree: "built"
  clockBufferDepth: 3
  post_cts_buffers: 0
  cts_max_level: 3
  cts_hold_buf: 0
  numCtsBuffers: 113
  clkLatencyLatePin_ns: 0.76
  cts_resized: 0
global_routing:
  overflow: 0
  antenna_found_initial: 27
  grt_pass1_wl_um: 401000
  grt_pass1_vias: 45592
  grt_usage: 0.476
  grt_start_max_net_pins: 119
power:
  leakage_nw: 26.2
  total_power_mw: 17.4
  peakVddDrop_uv: 211
  powerDensity_nw_per_um2: 287
status:
  status: "complete, but fails checks"
  violations: "negative setup slack"
## layout by cell type (no fill, tap or decap), types with 11 or more instances in the layout
| cell type | instances |
|---|---|
| mux2_2 | 1009 |
| a31oi_1 | 29 |
| buf_4 | 320 |
| diode_2 | 19 |
| a22oi_1 | 700 |
| mux2i_1 | 61 |
| nand2_1 | 185 |
| clkbuf_8 | 18 |
| a221oi_1 | 28 |
| clkinv_2 | 27 |
| a21oi_1 | 75 |
| nor2_4 | 62 |
| nor2b_1 | 14 |
| o21ai_0 | 34 |
| nand2b_1 | 14 |
| nor4_1 | 19 |
| clkdlybuf4s50_1 | 102 |
| nor2_1 | 126 |
| and4_1 | 11 |
| dfrtp_1 | 1024 |
| a22o_1 | 55 |
| bufinv_16 | 17 |
| clkbuf_1 | 19 |
| clkbuf_16 | 113 |
| a32oi_1 | 27 |
| nand4_1 | 92 |
| nand3_1 | 44 |
| nand2_2 | 11 |
| buf_12 | 34 |
| o22ai_1 | 20 |
| nor3_1 | 70 |
| a222oi_1 | 26 |
## metal layers
metal | global-route usage | share of wire | vias up
met5 | 0.0203 | 0.0019 | -
met4 | 0.291 | 0.085 | 36
met3 | 0.287 | 0.17 | 1465
met2 | 0.622 | 0.40 | 4037
met1 | 0.602 | 0.35 | 23339
li1 | - | - | 17136
## logic make-up (layout without fill, tap and decap cells)
| logic type | after synthesis | count (layout) | share of synthesized area |
|---|---|---|---|
| flip-flops | 1024 | 1024 | 0.496 |
| buffers and inverters | 456 | 681 | 0.0393 |
| other | 0 | 19 | 0 |
| AND/OR/NAND/NOR | 736 | 736 | 0.0712 |
| multiplexers | 1083 | 1083 | 0.236 |
| AND-OR/OR-AND | 1090 | 1090 | 0.158 |
## worst min-delay path by stage
stage / to / slack [ns] / cells after the start
5_1_grt: register[0][13] / 0.41 / 0
6_report: register[0][12] / 0.40 / 0
4_1_cts: register[0][12] / 0.41 / 0
## final cells by class
class / count / area, um2 / share of cell area
clock inverter: 60 / 840 / 0.0139
antenna: 19 / 47.5 / 0.000786
clock buffer: 150 / 3150 / 0.0520
timing repair buffer: 466 / 4160 / 0.0688
tap: 1662 / 2080 / 0.0344
inverter: 5 / 18.8 / 0.000310
multi-input combinational: 2909 / 24600 / 0.406
sequential: 1024 / 25600 / 0.424
## report_power, final
part	switching, mW	internal, mW
Clock	2.73	3.80
Combinational	1.30	1.34
Sequential	1.19	7.03
Total	5.22	12.2
## per-stage QoR
stage	util	setup TNS (ns)
after floorplan	-	0
after global placement	0.442	0
after detailed placement	0.442	0
after CTS	0.473	0
after global routing	0.473	0
final	0.473	-0.0851
Power is estimated from default activity; no workload was simulated.
